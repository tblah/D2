<file path="/design/flow/config.mk">
export PLATFORM = sky130hd
export DESIGN_NAME = SequenceRecogniser
export DESIGN_NICKNAME = SequenceRecogniser
export VERILOG_FILES = /design/flow/design.v
export SDC_FILE = /design/flow/constraint.sdc
export NUM_CORES = 4
export LEC_CHECK = 1
export CORE_AREA = 10 10 70 70
export DIE_AREA = 0 0 80 80
</file>
<file path="/design/flow/constraint.sdc">
current_design SequenceRecogniser

set clk_period 1.8
set clk_io_pct 0.2

create_clock -name clk0 -period $clk_period [get_ports {clock}]

set non_clock_inputs [all_inputs -no_clocks]
set_input_delay [expr $clk_period * $clk_io_pct] -clock clk0 $non_clock_inputs
set_output_delay [expr $clk_period * $clk_io_pct] -clock clk0 [all_outputs]
</file>
<file path="/design/flow/design.v">
module SequenceRecogniser( input logic clock,
    input logic nReset,
    input logic dataIn,
    output logic matchAll );
    enum { start, s1, s10, s101, s1011, s10110, s101101, s1011011, s10110110 }
    currentState, nextState;
    always_ff @( posedge clock, negedge nReset )
    begin
        if ( ~nReset )
            currentState <= start;
        else
            currentState <= nextState;
    end
    always_comb
        begin
            unique if ( nextState == s10110110 )
                matchAll = 1;
            else
                matchAll = 0;
            unique case (currentState)
                start: begin
                    if ( dataIn )
                        nextState = s1;
                    else
                        nextState = start;
                end
                s1: begin
                    if ( dataIn )
                        nextState = s1;
                    else
                        nextState = s10;
                end
                s10: begin
                    if ( dataIn )
                        nextState = s101;
                    else
                        nextState = start;
                end
                s101: begin
                    if ( dataIn )
                        nextState = s1011;
                    else
                        nextState = s10;
                end
                s1011: begin
                    if ( dataIn )
                        nextState = s1;
                    else
                        nextState = s10110;
                end
                s10110: begin
                    if ( dataIn )
                        nextState = s101101;
                    else
                        nextState = start;
                end
                s101101: begin
                    if ( dataIn )
                        nextState = s1011011;
                    else
                        nextState = s10;
                end
                s1011011: begin
                    if ( dataIn )
                        nextState = s1;
                    else
                        nextState = s10110110;
                end
                s10110110: begin
                    if ( dataIn )
                        nextState = s101101;
                    else
                        nextState = start;
                end
            endcase
        end
endmodule
</file>
<file path="/design/flow/run.sh">
#!/bin/bash
# OpenROAD 26Q1-2900-gdf79404cd8, Yosys 0.63+post, stock flow scripts
make -C /OpenROAD-flow-scripts/flow DESIGN_CONFIG=/design/flow/config.mk WORK_HOME=/design/flow/orfs finish
</file>
==> node_exporter_impl.prom <==
# HELP chip_impl_metric Physical implementation figures
# TYPE chip_impl_metric gauge
chip_impl_info{name="netlist_top_cells_area",value="dfrtp_1, dfstp_2, and2_1, nor2b_1, nor4_1"} 1
chip_impl_metric{name="diodes",unit=""} 0
chip_impl_metric{name="post_route_ant_nets",unit=""} 0
chip_impl_metric{name="first_pass_grt_wire_length",unit="µm"} 903
chip_impl_metric{name="log.warning_count",unit=""} 25
chip_impl_info{name="cts_tree",value="yes"} 1
chip_impl_metric{name="routed_wire_per_std_cell",unit="µm"} 6.82
chip_impl_metric{name="critical_path_required",unit="ns"} 1.44
chip_impl_metric{name="switching_portion_of_total_power",unit=""} 0.227
chip_impl_info{name="regToRegStartpoint",value="currentState[5]"} 1
chip_impl_metric{name="xor_area_frac",unit=""} 0
chip_impl_metric{name="clock-skew-final",unit="ns"} 0.00225
chip_impl_metric{name="die_height",unit="µm"} 80
chip_impl_metric{name="core_region_area",unit="µm²"} 3420
chip_impl_metric{name="flop_area",unit="µm²"} 226
chip_impl_metric{name="ys_seq_elements",unit=""} 9
chip_impl_metric{name="number_of_vias_in_the_routed_layout",unit=""} 205
chip_impl_info{name="reg_top3",value="currentState: 9 flops"} 1
chip_impl_metric{name="clock-sinks",unit=""} 9
chip_impl_metric{name="total_power_per_unit_cell_area",unit="nW/µm²"} 890
chip_impl_metric{name="post_synth_inst_count",unit=""} 22
chip_impl_metric{name="clk_latency",unit="ns"} 0.26
chip_impl_metric{name="critical_path.max_fanout",unit=""} 2
chip_impl_metric{name="slowest_delay",unit="ns"} 0.39
chip_impl_metric{name="dpl.hpwl",unit="µm"} 348
chip_impl_info{name="master_of_the_slowest_instance_on_the_critical_path",value="dfrtp_1"} 1
chip_impl_metric{name="antenna_found_initial",unit=""} 0
chip_impl_metric{name="p_seq_frac",unit=""} 0.541
chip_impl_metric{name="yosys_stat_cell_total",unit=""} 22
chip_impl_info{name="setup_repair_after_global_routing_missed_its_margin",value="no"} 1
chip_impl_metric{name="synth_compound_gate_area_share",unit=""} 0.0610
chip_impl_metric{name="fp.dieArea",unit="µm²"} 6400
chip_impl_info{name="yosysTopAreaCell",value="dfrtp_1"} 1
chip_impl_metric{name="area.growth.synth_to_final",unit="%"} 48.4
chip_impl_metric{name="setup_tns",unit="ns"} 0
chip_impl_metric{name="synth_sequential_area_ratio",unit=""} 0.736
chip_impl_metric{name="p_sw",unit="mW"} 0.0921
chip_impl_metric{name="timing.slew.headroom",unit=""} 0.745
chip_impl_metric{name="largest_register_ff_count",unit=""} 9
chip_impl_info{name="flop_cell",value="dfrtp_1"} 1
chip_impl_info{name="run_status",value="complete, no violations"} 1
chip_impl_info{name="ys_top_cells_by_count",value="dfrtp_1, and2_1, nor2_1, nor2b_1, nor4_1"} 1
chip_impl_info{name="worst_hold_path_type",value="in2async"} 1
chip_impl_metric{name="gp_routability_congestion",unit=""} 0.770
chip_impl_metric{name="cts_made_buffers",unit=""} 3
chip_impl_info{name="path_cells",value="nor4_2 -> and2_1 -> dlygate4sd2_1"} 1
chip_impl_metric{name="clk_buf_depth",unit=""} 2
chip_impl_metric{name="finalHoldViolCount",unit=""} 0
chip_impl_metric{name="post_synth_fa_ha_maj_area_fraction",unit=""} 0
chip_impl_metric{name="grt_start_max_net_pins",unit=""} 10
chip_impl_metric{name="tightest_slew",unit="ns"} 0.382
chip_impl_metric{name="multiplexer_area_fraction_after_synthesis",unit=""} 0
chip_impl_info{name="largest-register",value="currentState"} 1
chip_impl_metric{name="count_of_filler_cells_inserted_in_the_layout",unit=""} 384
chip_impl_metric{name="via_per_inst",unit=""} 2.59
chip_impl_metric{name="max_freq",unit="MHz"} 628
chip_impl_metric{name="r2r.worst_path.cells",unit=""} 2
chip_impl_metric{name="number_of_global_route_vias_before_repair",unit=""} 216
chip_impl_info{name="top_logic_family",value="simple AND/OR/NAND/NOR gates"} 1
chip_impl_metric{name="buffer_ports.inserted",unit=""} 3
chip_impl_metric{name="drtIter0Drc",unit=""} 4
chip_impl_info{name="critical_path.startpoint_type",value="flip-flop"} 1
chip_impl_metric{name="floorplan.die.width",unit="µm"} 80
chip_impl_metric{name="cts.clk_slew.worst_paths",unit="ns"} 0.06
chip_impl_metric{name="r2r_slack",unit="ns"} 0.77
chip_impl_metric{name="area_fraction_in_and_or_nand_and_nor_cells_after_synthesis",unit=""} 0.203
chip_impl_metric{name="asyncSetResetFlopFracSynth",unit=""} 1.00
chip_impl_metric{name="postLayoutCellArea",unit="µm²"} 457
chip_impl_metric{name="synth.distinct_cells",unit=""} 9
chip_impl_metric{name="setup_viol",unit=""} 0
chip_impl_metric{name="routed_wirelength",unit="µm"} 539
chip_impl_info{name="root_buffer",value="clkbuf_4"} 1
chip_impl_metric{name="post_route_cells_drive_above_1_share",unit=""} 0.303
chip_impl_metric{name="critical_path_arrival",unit="ns"} 1.23
chip_impl_metric{name="drcViolationCount",unit=""} 0
chip_impl_metric{name="synth-edff-count",unit=""} 0
chip_impl_metric{name="placedInstanceArea",unit="µm²"} 403
chip_impl_metric{name="combPwrFrac",unit=""} 0.078
chip_impl_metric{name="maxCapViolCount",unit=""} 0
chip_impl_metric{name="yosys_area",unit="µm²"} 308
chip_impl_info{name="crit-reg2reg-capture",value="currentState[5]"} 1
chip_impl_metric{name="multiInputGateArea",unit="µm²"} 87.6
chip_impl_metric{name="totalPowerFinal",unit="mW"} 0.406
chip_impl_metric{name="post_synth.cell_area_avg",unit="µm²"} 14.0
chip_impl_metric{name="placement_rows",unit=""} 21
chip_impl_info{name="worst-setup-path-type",value="reg2out"} 1
chip_impl_metric{name="period_needed",unit="ns"} 1.59
chip_impl_metric{name="synth.top_cell.area_share",unit=""} 0.650
chip_impl_metric{name="boundaryPins",unit=""} 4
chip_impl_metric{name="peakVddDrop",unit="mV"} 0.170
chip_impl_metric{name="p_int",unit="mW"} 0.314
chip_impl_metric{name="netlist_area",unit="µm²"} 308
chip_impl_metric{name="first_pass_iters",unit=""} 2
chip_impl_info{name="post-synth-top-count-cell",value="dfrtp_1"} 1
chip_impl_metric{name="h-tree-depth",unit=""} 1
chip_impl_metric{name="drv_slew",unit=""} 0
chip_impl_metric{name="clock_power_share",unit=""} 0.381
chip_impl_info{name="worst_setup_path_end_kind",value="output port"} 1
chip_impl_metric{name="fp_util",unit=""} 0.0901
chip_impl_metric{name="final.period_utilization",unit=""} 0.885
chip_impl_metric{name="globalRoute.totalOverflow",unit=""} 0
chip_impl_metric{name="grt_util_all_layers",unit=""} 0.0173
chip_impl_metric{name="yosys_warnings",unit=""} 1
chip_impl_metric{name="power_leakage",unit="nW"} 0.208
==> layout by cell type, fill, tap and decap left out <==
cell and n:
buf_4 4, dfstp_2 1, nor2b_1 2, clkdlybuf4s50_1 1, clkbuf_4 3, dlygate4sd2_1 2, nor4_1 1, clkinv_2 1
nor4_2 1, o21a_1 1, nor3_1 1, and2_1 4, nor2_1 2, o41a_1 1, dfrtp_1 8
==> critical path, delay by kind of cell (launching register included) <==
kind / cells / cell delay (ns)
flip-flops: 1 / 0.39
AND/OR/NAND/NOR: 2 / 0.38
buffers and inverters: 1 / 0.20
==> cells by family after synthesis <==
group	after synthesis
AND-OR/OR-AND	2
flip-flops	9
AND/OR/NAND/NOR	11
==> per-layer routing <==
layer  track usage  part of all wire  vias to the layer above
met5             0                 0                        -
met1        0.0211              0.46                       99
met4             0                 0                        0
met3        0.0136              0.14                        0
li1              -                 -                       99
met2        0.0249              0.40                        7
==> power groups by stage <==
stage / Sequential [mW] / Clock, mW / Combinational [mW]
finish: 0.220 / 0.155 / 0.0316
CTS: 0.219 / 0.158 / 0.0307
global route: 0.221 / 0.167 / 0.0364
==> worst max-delay path by stage <==
stage / startpoint / cells past startpoint / slack [ns] / to
4_1_cts: currentState[2] / 3 / 0.18 / matchAll
5_1_grt: currentState[2] / 3 / 0.13 / matchAll
6_report: currentState[2] / 3 / 0.21 / matchAll
==> stage by stage <==
stage / util / worst slack, ns / cells / hold WS [ns]
after detailed placement: 0.118 / -0.0879 / 72 / 0.477
after global placement: 0.118 / -0.0690 / 72 / 0.463
final: 0.134 / 0.207 / 79 / 0.383
after floorplan: - / 0.731 / 22 / 0.0644
after global routing: 0.134 / 0.134 / 79 / 0.411
after CTS: 0.132 / 0.184 / 79 / 0.386
==> repair_timing <==
item / CTS / global route
setup endpoints to repair: 1 / 1
pin swaps: 2 / 0
setup buffers: 3 / 0
resized: 2 / 1
hold buffers: 0 / 0
==> cell type report <==
type,count,share of cell area
Clock inverter,1,0.0110
Sequential cell,9,0.496
Multi-Input combinational cell,13,0.192
Timing Repair Buffer,7,0.126
Tap cell,46,0.126
Clock buffer,3,0.0493
Power figures rest on the tool's default switching activity, not on a simulated workload.
